==> design/flow/design.v <==
module freq_div(clk_out, clk);
    output clk_out;
    input clk;
    wire [32:0] c;
        T_FF tff01(c[0], 1'b1, clk, 1'b0);
        T_FF tff02(c[1], 1'b1, c[0], 1'b0);
        T_FF tff03(c[2], 1'b1, c[1], 1'b0);
        T_FF tff04(c[3], 1'b1, c[2], 1'b0);
        T_FF tff05(c[4], 1'b1, c[3], 1'b0);
        T_FF tff06(c[5], 1'b1, c[4], 1'b0);
        T_FF tff07(c[6], 1'b1, c[5], 1'b0);
        T_FF tff08(c[7], 1'b1, c[6], 1'b0);
        T_FF tff09(c[8], 1'b1, c[7], 1'b0);
        T_FF tff10(c[9], 1'b1, c[8], 1'b0);
        T_FF tff11(c[10], 1'b1, c[9], 1'b0);
        T_FF tff12(c[11], 1'b1, c[10], 1'b0);
        T_FF tff13(c[12], 1'b1, c[11], 1'b0);
        T_FF tff14(c[13], 1'b1, c[12], 1'b0);
        T_FF tff15(c[14], 1'b1, c[13], 1'b0);
		T_FF tff16(c[15], 1'b1, c[14], 1'b0);
		T_FF tff17(c[16], 1'b1, c[15], 1'b0);
		T_FF tff18(c[17], 1'b1, c[16], 1'b0);
        T_FF tff19(clk_out, 1'b1, c[17], 1'b0);
endmodule
module D_FF(q,d,clk,reset);
    output q;
    input d, clk, reset;
    reg q;
    always @ (posedge reset or negedge clk)
    if(reset)
        q <= 1'b0;
    else 
        q <= d;
endmodule
module T_FF(q, t, clk, reset);
    output q;
    input t, clk, reset;
    wire d;
    xor x1(d,q,t);
    D_FF d1(q, d, clk, reset);
endmodule
module counter(q, clk, reset);
    input clk, reset;
    output [1:0] q;
    wire q0;
    reg [1:0] q;
    freq_div fd(q0, clk);
    always @ (negedge q0 or posedge reset)
    begin
    if(reset) begin
        q <= 2'b00;
    end
    else begin
		if(q[0] == 1)
            q[1] = ~q[1];
    	q[0] = ~q[0];
        end
    end
endmodule
==> design/flow/run.sh <==
#!/bin/bash
# OpenROAD 26Q1-2900-gdf79404cd8, Yosys 0.63+post, stock flow scripts
make -C /OpenROAD-flow-scripts/flow DESIGN_CONFIG=/design/flow/config.mk WORK_HOME=/design/flow/orfs finish
==> design/flow/config.mk <==
export PLATFORM = sky130hd
export DESIGN_NAME = counter
export DESIGN_NICKNAME = counter
export VERILOG_FILES = /design/flow/design.v
export SDC_FILE = /design/flow/constraint.sdc
export NUM_CORES = 4
export LEC_CHECK = 1
export CORE_AREA = 10 10 70 70
export DIE_AREA = 0 0 80 80
==> design/flow/constraint.sdc <==
current_design counter

set clk_period 1.0
set clk_io_pct 0.2

create_clock -name clk0 -period $clk_period [get_ports {clk}]

set non_clock_inputs [all_inputs -no_clocks]
set_input_delay [expr $clk_period * $clk_io_pct] -clock clk0 $non_clock_inputs
set_output_delay [expr $clk_period * $clk_io_pct] -clock clk0 [all_outputs]
==> results_dict.tcl <==
# collected from the flow reports
set metrics [dict create \
    diodes 0 \
    timing.final.max_slew_violations 0 \
    hold_buffers 0 \
    placeableCoreArea_sq_um 3420 \
    place.gp.congestion 0.713 \
    area_growth_pct 16.8 \
    grt_use_total_pct 1.29 \
    timing.critical_path.buf_inv 1 \
    timing.final.crit_share_pct 44.0 \
    yosys.area.top_type "sky130_fd_sc_hd__dfxtp_1" \
    synth.area.top_cells "sky130_fd_sc_hd__dfxtp_1, sky130_fd_sc_hd__inv_1, sky130_fd_sc_hd__dfrtn_1, sky130_fd_sc_hd__xor2_1" \
    worstHoldPathType "reg2reg" \
    num_vias 187 \
    hpwlAfterDp_um 355 \
    grt_setup_unrepaired "false" \
    fin_crit_ns 0.440 \
    power.ir.vdd_worst_mv 0.218 \
    post_synth.cell_area_avg_sq_um 11.9 \
    number_of_register_pins_that_no_clock_reaches 20 \
    p_leak_nw 0.217 \
    detailedRoute.firstIterationViolations 0 \
    path_delay_family "flip-flops" \
    design.die.area_sq_um 6400 \
    setup_ws_ns 0.560 \
    synthDominantCellAreaShare_pct 72.9 \
    dieHeight_um 80 \
    filler_cell_count 376 \
    num_rows 21 \
    pin_count 4 \
    most_flops_register "q" \
    post_cts.resized_instances 0 \
    worstMarginPinSlew_ns 0.117 \
    clkSlewWorstSetupHoldPaths_ns 0.03 \
    setup.worst_path.end_class "flip-flop" \
    flip_flop_count_of_the_largest_register_all_copies_and_words_added 2 \
    synth-warning-count 2 \
    grt_max_degree 4 \
    cts_setup_buffers 0 \
    synth_dominant_cell_count "sky130_fd_sc_hd__inv_1" \
    final_core_utilization_pct 17.8 \
    ys_chip_area_sq_um 522 \
    postRouteAntennaNets 0 \
    log.warning_count 29 \
    drt_wl_total_um 369 \
    timing.critical_path.fanout_max 2 \
    critical_path_arrival_ns 0.86 \
    critPathKind "reg2reg" \
    final.setup_skew_ns 0 \
    max_stage_delay_ns 0.29 \
    finalHoldViolations 0 \
    cp.required_ns 1.42 \
    yosys_cells 44 \
    globalRoute.totalOverflow 0 \
    worst_setup_path_start_kind "flip-flop" \
    setup_tns_ns 0 \
    drt-pass1-iter-count 1 \
    critPathSlowestCell "sky130_fd_sc_hd__dfxtp_1" \
    timing.final.setup_violations 0 \
    synth.cell_area_sq_um 522 \
    timing.max_slew.rel_slack_pct 92.2 \
    grt_pass1_wl_um 752 \
    status "completed" \
    wire_per_inst_um 3.97 \
    first_global_vias 188 \
    antenna_found_initial 0 \
    post_drt_via_cell_ratio 2.01 \
    drc 0 \
    synth.yosys.seq_area_share_pct 82.5 \
    max_cap_viol_count 0 \
    timing.critical_path.cells "inv_1" \
    synth_flop_count 21 \
    initial_core_util_pct 15.3 \
    synthArstFlopShare_pct 9.52 \
    max_freq_mhz 2270 \
    placement.setup.worst_slack_ns 0.561 \
    io_buffer_count 3 \
    enable_flop_cells 0 \
    power-per-cell-area_nw_per_um2 96.5 \
    post_synth_inst_count 44 \
    clock_insertion_delay_worst_skew_ns 0.03 \
    synthDistinctLibCells 4 \
    common_cells "sky130_fd_sc_hd__inv_1, sky130_fd_sc_hd__dfxtp_1, sky130_fd_sc_hd__dfrtn_1" \
    synthFlopType "sky130_fd_sc_hd__dfxtp_1" \
    unconstrained_endpoints 22 \
    die-width_um 80 \
    post-layout-total-power_mw 0.0588 \
    post_route_cells_drive_above_1_share_pct 0 \
]
[kinds of logic after synthesis]
| group | count (synthesis) | share of synthesized area [%] |
|---|---|---|
| XOR/XNOR | 1 | 1.68 |
| flip-flops | 21 | 82.5 |
| buffers and inverters | 22 | 15.8 |
[final cells by class]
type	instances	area, sq um	share of cell area [%]
clock inverters	1	3.75	0.616
well taps	46	57.6	9.45
flip-flops and latches	21	430	70.6
multi-input cells	1	8.76	1.44
inverters	21	78.8	12.9
repair buffers	3	30.0	4.93
[layout by cell type, fill, tap and decap left out]
cell / n
sky130_fd_sc_hd__dfxtp_1: 19
sky130_fd_sc_hd__dfrtn_1: 2
sky130_fd_sc_hd__xor2_1: 1
sky130_fd_sc_hd__inv_1: 22
sky130_fd_sc_hd__clkdlybuf4s50_1: 3
[worst paths after layout]
kind	depth (start not counted)	slack (ns)	end	start
hold / removal	1	0.37	fd.tff01.d1.q	fd.tff01.d1.q
setup / recovery	1	0.56	fd.tff01.d1.q	fd.tff01.d1.q
setup reg to reg	1	0.56	fd.tff01.d1.q	fd.tff01.d1.q
hold reg to reg	1	0.37	fd.tff01.d1.q	fd.tff01.d1.q
[power breakdown]
group | leakage (nW) | switching, mW | internal [mW]
clock network | 0.00533 | 0.00650 | 0.00644
registers | 0.182 | 0 | 0.0403
logic | 0.0295 | 0.00185 | 0.00364
[stage by stage]
step                hold WS (ns)  instances  instance area (sq um)
global placement           0.361         93                    609
floorplan                  0.352         44                    522
CTS                        0.368         93                    609
global route               0.384         93                    609
finish                     0.371         93                    609
detailed placement         0.368         93                    609
[per-layer routing]
layer	part of all wire, %	track usage [%]	up-vias
li1	-	-	116
met1	64	2.00	67
met2	29	1.93	4
met3	7.0	0.114	0
met4	0	0.176	0
met5	0	0	-
Power and IR drop assume default switching activity.
